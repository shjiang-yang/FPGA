$ cat ./design.v
`timescale 1ns / 1ps
module LedGlow(
    input clk,
    output led
    );
reg [23:0] cnt=24'd0;
always @(posedge clk) cnt <= cnt + 24'd1;
wire [3:0] PWM_input = cnt[23] ? cnt[22:19] : ~cnt[22:19];
reg [4:0] PWM=5'd0;
always @(posedge clk) PWM <= PWM[3:0] + PWM_input;
assign led = PWM[4];
endmodule
$ cat ./constraint.sdc
current_design LedGlow

set clk_period 3.3
set clk_io_pct 0.2

create_clock -name clk0 -period $clk_period [get_ports {clk}]

set non_clock_inputs [all_inputs -no_clocks]
set_input_delay [expr $clk_period * $clk_io_pct] -clock clk0 $non_clock_inputs
set_output_delay [expr $clk_period * $clk_io_pct] -clock clk0 [all_outputs]
$ cat ./config.mk
export PLATFORM = sky130hd
export DESIGN_NAME = LedGlow
export DESIGN_NICKNAME = LedGlow
export VERILOG_FILES = /design/flow/design.v
export SDC_FILE = /design/flow/constraint.sdc
export NUM_CORES = 4
export LEC_CHECK = 1
export CORE_AREA = 10 10 89 89
export DIE_AREA = 0 0 99 99
$ cat ./run.sh
#!/bin/bash
# OpenROAD 26Q1-2900-gdf79404cd8, Yosys 0.63+post, stock flow scripts
make -C /OpenROAD-flow-scripts/flow DESIGN_CONFIG=/design/flow/config.mk WORK_HOME=/design/flow/orfs finish
==> CHANGELOG.md <==
### Metrics

* Via/cell ratio at 3.680
* Synthesized area at 0.001227 mm²
* Chip area at 0.009801 mm²
* Final WL at 1637 µm
* Synth Seq Share at 0.4730
* Die y size at 99 µm
* Num CTS Buffers at 5
* Met3 usage at 0.01762
* Final TNS setup at 0 ns
* CTS tree: built
* Yosys warnings at 1
* Fp util at 0.2049
* Final Setup Violations at 0
* Avg Cell Area, Syn at 10.49 µm²
* Tool warning count at 25
* Pins Over Slew Limit at 0
* Wire per inst at 8.310 µm
* Max-slew headroom at 0.7503
* Worst Path Max Fanout at 1
* Crit path DRT at 2.64 ns
* Pre-antenna DRT Iters at 4
* Cts hold-fix bufs at 0
* Cells after synthesis at 117
* Critical Path End Type: primary output
* Final Hold Violating Endpoints at 0
* Width of the die at 99 µm
* Sequential Area at 580.6 µm²
* Actual slew at the worst max-slew pin at 0.3717 ns
* Initial antenna violation count at 0
* Worst path slowest cell: clkdlybuf4s50_1
* RePlAce Congestion at 0.7526
* ANT nets after route at 0
* Worst stage delay on the critical path at 0.45 ns
* Met1 usage at 0.05413
* Distinct cells, synth at 25
* # fillers at 628
* Logic area at 609.3 µm²
* Worst-path cell chain: clkdlybuf4s50_1
* H-tree depth at 2
* Synth flops at 29
* Hold slack at 0.4380 ns
* First-pass GRT wire length at 3036 µm
* Worst EP arrival at 1.02 ns
* Clock skew at 0.002056 ns
* Cycle use final at 0.5100
* Finished Cell Area at 0.001390 mm²
* Global route hottest layer: met1
* Initial DRC count at 31
* CP Launch Type: flip-flop
* Area reported by Yosys stat at 0.001227 mm²
* Outcome: completed
* Via count at 725
* Worst skew pair latency at 0.27 ns
* Peak supply drop at 0.2132 mV
* Clock slew seen by the registers of the worst setup and hold paths at 0.06 ns
* Cell Rows at 28
* Power Dens Cells at 437.0 mW/mm²
* Diodes inserted at 0
* Pleak at 0.5156 nW
* Layout cell share with drive strength beyond 1 at 0.09016
* GRT Util Overall at 0.03599
* DR DRC count at 0
* I/O pin count at 2
* Core Footprint at 0.005991 mm²
* Kind of critical path: reg -> out
* Fmax at 594.2 MHz
* Clock root cell: clkbuf_8
* Largest net degree at the start of global routing at 9
* CTS max path bufs at 2
* Number of max-cap violations at 0
* Area Growth Syn to Fin at 13.25%
* Grt met2 use at 0.04459
* Vias in the first global route at 694
* Buf+Inv Stages, Crit Path at 1
* Yosys cell count at 117
* Clock Sinks at 29
* HPWL Detailed at 1156 µm
* Worst path top cell family by delay: buffers and inverters
* GRT overflow at 0
* Tmin final at 1.683 ns
* Post-CTS sizing at 0
* Top cells excl fill/tap: dfxtp_1 (29), xnor2_1 (20), nand3_1 (9), nand2_1 (9), xor2_1 (8)
* Top cell excl fill/tap: dfxtp_1
* # Post-CTS Setup Buffers at 0
* Min-delay worst type: reg -> reg
* Placement-stage cell area at 0.001316 mm²
* Number of port buffers at 1
* RSZ-0062 raised after global routing: no
[path summary, 6_finish.rpt]
check	start	to	slack [ns]	cells after the start
min reg2reg	cnt[0]	cnt[0]	0.44	1
max	PWM[4]	led	1.62	1
min	cnt[0]	cnt[0]	0.44	1
max reg2reg	cnt[23]	PWM[4]	1.75	7
[state kept, by name, indices dropped and copies added (netlist names)]
name	flops
PWM	5
cnt	24
[cell families after synthesis]
| family | Yosys count | synth area share |
|---|---|---|
| and+or+nand+nor | 43 | 0.2151 |
| xor gates and xnor gates | 28 | 0.1998 |
| buffers and inverters | 8 | 0.03058 |
| adders and majority gates | 6 | 0.06728 |
| DFF | 29 | 0.4730 |
| AOI/OAI and AO/OA | 3 | 0.01427 |
[report_power, final]
part	internal [mW]	switching, mW	total [mW]
Combinational	0	0	0.000000242
Sequential	0.350	0	0.350
Clock	0.138	0.119	0.257
Total	0.488	0.119	0.607
[cell type report]
| class | count | share of cell area |
|---|---|---|
| multi-input cells | 80 | 0.4383 |
| flip-flops and latches | 29 | 0.4176 |
| well taps | 75 | 0.06751 |
| clock buffers | 5 | 0.04951 |
| inverters | 6 | 0.01620 |
| repair buffers | 1 | 0.007201 |
| clock inverters | 1 | 0.003600 |
[cell usage after synthesis]
master | n | area (µm²)
a21o_1 | 1 | 7.510
a21oi_1 | 1 | 5.000
and3_1 | 4 | 25.02
and4_2 | 1 | 10.01
buf_6 | 1 | 11.26
clkbuf_1 | 1 | 3.750
dfxtp_1 | 29 | 580.6
fa_1 | 1 | 20.02
ha_1 | 5 | 62.56
inv_1 | 6 | 22.52
nand2_1 | 9 | 33.78
nand2b_1 | 1 | 6.260
nand3_1 | 9 | 45.04
nand4_1 | 6 | 37.54
nor2_1 | 3 | 11.26
nor2b_1 | 1 | 6.260
nor3_1 | 3 | 15.01
nor3_2 | 1 | 10.01
nor4_1 | 1 | 6.260
nor4_4 | 2 | 42.54
o21ai_0 | 1 | 5.000
or2_4 | 1 | 8.760
or3_1 | 1 | 6.260
xnor2_1 | 20 | 175.2
xor2_1 | 8 | 70.07
[metrics by stage]
stage	setup slack (ns)	utilization	power (mW)	cells
6_report	1.617	0.2320	0.6075	197
5_1_grt	1.558	0.2320	0.6360	197
3_5_place_dp	1.759	0.2197	0.3578	191
3_3_place_gp	1.780	0.2197	0.3578	191
4_1_cts	1.595	0.2320	0.6186	197
2_1_floorplan	1.729	-	0.3578	117
[routing by layer]
metal / vias up / part of all wire / wire length, µm
li1: 404 / - / -
met1: 311 / 0.56 / 918
met5: - / 0 / 0
met4: 0 / 0.0061 / 10
met2: 8 / 0.38 / 615
met3: 2 / 0.056 / 92
Power and IR drop assume default switching activity.
