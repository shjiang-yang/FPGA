==> ./config.mk <==
export PLATFORM = sky130hd
export DESIGN_NAME = music_box_top
export DESIGN_NICKNAME = music_box_top
export VERILOG_FILES = /design/flow/design.v
export SDC_FILE = /design/flow/constraint.sdc
export NUM_CORES = 4
export LEC_CHECK = 1
export CORE_UTILIZATION = 50
==> ./run.sh <==
#!/bin/bash
# OpenROAD 26Q1-2900-gdf79404cd8, Yosys 0.63+post, stock flow scripts
make -C /OpenROAD-flow-scripts/flow DESIGN_CONFIG=/design/flow/config.mk WORK_HOME=/design/flow/orfs finish
==> ./design.v <==
`timescale 1ns / 1ps
module decoder2_octAndnote(
    input [5:0] numerator,
    output reg [2:0] quotient,
    output [3:0] remainder
    );
reg [1:0] remainder3to2;
always @(numerator[5:2])
case (numerator[5:2])
     4'd0: begin quotient = 3'd0; remainder3to2 = 2'd0; end 
     4'd1: begin quotient = 3'd0; remainder3to2 = 2'd1; end 
     4'd2: begin quotient = 3'd0; remainder3to2 = 2'd2; end 
     4'd3: begin quotient = 3'd1; remainder3to2 = 2'd0; end 
     4'd4: begin quotient = 3'd1; remainder3to2 = 2'd1; end 
     4'd5: begin quotient = 3'd1; remainder3to2 = 2'd2; end 
     4'd6: begin quotient = 3'd2; remainder3to2 = 2'd0; end 
     4'd7: begin quotient = 3'd2; remainder3to2 = 2'd1; end 
     4'd8: begin quotient = 3'd2; remainder3to2 = 2'd2; end 
     4'd9: begin quotient = 3'd3; remainder3to2 = 2'd0; end 
    4'd10: begin quotient = 3'd3; remainder3to2 = 2'd1; end 
    4'd11: begin quotient = 3'd3; remainder3to2 = 2'd2; end 
    4'd12: begin quotient = 3'd4; remainder3to2 = 2'd0; end 
    4'd13: begin quotient = 3'd4; remainder3to2 = 2'd1; end 
    4'd14: begin quotient = 3'd4; remainder3to2 = 2'd2; end 
    4'd15: begin quotient = 3'd5; remainder3to2 = 2'd0; end 
endcase
assign remainder = {remainder3to2, numerator[1:0]};
endmodule
`timescale 1ns / 1ps
module gen_address(
    input clk,
    output [7:0] adrs
    );
reg [29:0] tone=30'd0;
always @(posedge clk) tone <= tone + 30'd1;
assign adrs = tone[29:22];
endmodule
`timescale 1ns / 1ps
module music_ROM(
    input clk,
    input [7:0] adrs,
    output reg [5:0] note
    );
always @(posedge clk)
case (adrs)
	  0: note<= 6'd25;
	  1: note<= 6'd27;
	  2: note<= 6'd27;
	  3: note<= 6'd25;
	  4: note<= 6'd22;
	  5: note<= 6'd22;
	  6: note<= 6'd30;
	  7: note<= 6'd30;
	  8: note<= 6'd27;
	  9: note<= 6'd27;
	 10: note<= 6'd25;
	 11: note<= 6'd25;
	 12: note<= 6'd25;
	 13: note<= 6'd25;
	 14: note<= 6'd25;
	 15: note<= 6'd25;
	 16: note<= 6'd25;
	 17: note<= 6'd27;
	 16: note<= 6'd25;
	 19: note<= 6'd27;
	 20: note<= 6'd25;
	 21: note<= 6'd25;
	 22: note<= 6'd30;
	 23: note<= 6'd30;
	 24: note<= 6'd29;
	 25: note<= 6'd29;
	 26: note<= 6'd29;
	 27: note<= 6'd29;
	 26: note<= 6'd29;
	 29: note<= 6'd29;
	 30: note<= 6'd29;
	 31: note<= 6'd29;
	 32: note<= 6'd23;
	 33: note<= 6'd25;
	 34: note<= 6'd25;
	 35: note<= 6'd23;
	 36: note<= 6'd20;
	 37: note<= 6'd20;
	 36: note<= 6'd29;
	 39: note<= 6'd29;
	 40: note<= 6'd27;
	 41: note<= 6'd27;
	 42: note<= 6'd25;
	 43: note<= 6'd25;
	 44: note<= 6'd25;
	 45: note<= 6'd25;
	 46: note<= 6'd25;
	 47: note<= 6'd25;
	 46: note<= 6'd25;
	 49: note<= 6'd27;
	 50: note<= 6'd25;
	 51: note<= 6'd27;
	 52: note<= 6'd25;
	 53: note<= 6'd25;
	 54: note<= 6'd27;
	 55: note<= 6'd27;
	 56: note<= 6'd22;
	 57: note<= 6'd22;
	 56: note<= 6'd22;
	 59: note<= 6'd22;
	 60: note<= 6'd22;
	 61: note<= 6'd22;
	 62: note<= 6'd22;
	 63: note<= 6'd22;
	 64: note<= 6'd25;
	 65: note<= 6'd27;
	 66: note<= 6'd27;
	 67: note<= 6'd25;
	 66: note<= 6'd22;
	 69: note<= 6'd22;
	 70: note<= 6'd30;
	 71: note<= 6'd30;
	 72: note<= 6'd27;
	 73: note<= 6'd27;
	 74: note<= 6'd25;
	 75: note<= 6'd25;
	 76: note<= 6'd25;
	 77: note<= 6'd25;
	 76: note<= 6'd25;
	 79: note<= 6'd25;
	 60: note<= 6'd25;
	 61: note<= 6'd27;
	 62: note<= 6'd25;
	 63: note<= 6'd27;
	 64: note<= 6'd25;
	 65: note<= 6'd25;
	 66: note<= 6'd30;
	 67: note<= 6'd30;
	 66: note<= 6'd29;
	 69: note<= 6'd29;
	 90: note<= 6'd29;
	 91: note<= 6'd29;
	 92: note<= 6'd29;
	 93: note<= 6'd29;
	 94: note<= 6'd29;
	 95: note<= 6'd29;
	 96: note<= 6'd23;
	 97: note<= 6'd25;
	 96: note<= 6'd25;
	 99: note<= 6'd23;
	100: note<= 6'd20;
	101: note<= 6'd20;
	102: note<= 6'd29;
	103: note<= 6'd29;
	104: note<= 6'd27;
	105: note<= 6'd27;
	106: note<= 6'd25;
	107: note<= 6'd25;
	106: note<= 6'd25;
	109: note<= 6'd25;
	110: note<= 6'd25;
	111: note<= 6'd25;
	112: note<= 6'd25;
	113: note<= 6'd27;
	114: note<= 6'd25;
	115: note<= 6'd27;
	116: note<= 6'd25;
	117: note<= 6'd25;
	116: note<= 6'd32;
	119: note<= 6'd32;
	120: note<= 6'd30;
	121: note<= 6'd30;
	122: note<= 6'd30;
	123: note<= 6'd30;
	124: note<= 6'd30;
	125: note<= 6'd30;
	126: note<= 6'd30;
	127: note<= 6'd30;
	126: note<= 6'd27;
	129: note<= 6'd27;
	130: note<= 6'd27;
	131: note<= 6'd27;
	132: note<= 6'd30;
	133: note<= 6'd30;
	134: note<= 6'd30;
	135: note<= 6'd27;
	136: note<= 6'd25;
	137: note<= 6'd25;
	136: note<= 6'd22;
	139: note<= 6'd22;
	140: note<= 6'd25;
	141: note<= 6'd25;
	142: note<= 6'd25;
	143: note<= 6'd25;
	144: note<= 6'd23;
	145: note<= 6'd23;
	146: note<= 6'd27;
	147: note<= 6'd27;
	146: note<= 6'd25;
	149: note<= 6'd25;
	150: note<= 6'd23;
	151: note<= 6'd23;
	152: note<= 6'd22;
	153: note<= 6'd22;
	154: note<= 6'd22;
	155: note<= 6'd22;
	156: note<= 6'd22;
	157: note<= 6'd22;
	156: note<= 6'd22;
	159: note<= 6'd22;
	160: note<= 6'd20;
	161: note<= 6'd20;
	162: note<= 6'd22;
	163: note<= 6'd22;
	164: note<= 6'd25;
	165: note<= 6'd25;
	166: note<= 6'd27;
	167: note<= 6'd27;
	166: note<= 6'd29;
	169: note<= 6'd29;
	170: note<= 6'd29;
	171: note<= 6'd29;
	172: note<= 6'd29;
	173: note<= 6'd29;
	174: note<= 6'd29;
	175: note<= 6'd29;
	176: note<= 6'd30;
	177: note<= 6'd30;
	176: note<= 6'd30;
	179: note<= 6'd30;
	160: note<= 6'd29;
	161: note<= 6'd29;
	162: note<= 6'd27;
	163: note<= 6'd27;
	164: note<= 6'd25;
	165: note<= 6'd25;
	166: note<= 6'd23;
	167: note<= 6'd20;
	166: note<= 6'd20;
	169: note<= 6'd20;
	190: note<= 6'd20;
	191: note<= 6'd20;
	192: note<= 6'd25;
	193: note<= 6'd27;
	194: note<= 6'd27;
	195: note<= 6'd25;
	196: note<= 6'd22;
	197: note<= 6'd22;
	196: note<= 6'd30;
	199: note<= 6'd30;
	200: note<= 6'd27;
	201: note<= 6'd27;
	202: note<= 6'd25;
	203: note<= 6'd25;
	204: note<= 6'd25;
	205: note<= 6'd25;
	206: note<= 6'd25;
	207: note<= 6'd25;
	206: note<= 6'd25;
	209: note<= 6'd27;
	210: note<= 6'd25;
	211: note<= 6'd27;
	212: note<= 6'd25;
	213: note<= 6'd25;
	214: note<= 6'd30;
	215: note<= 6'd30;
	216: note<= 6'd29;
	217: note<= 6'd29;
	216: note<= 6'd29;
	219: note<= 6'd29;
	220: note<= 6'd29;
	221: note<= 6'd29;
	222: note<= 6'd29;
	223: note<= 6'd29;
	224: note<= 6'd23;
	225: note<= 6'd25;
	226: note<= 6'd25;
	227: note<= 6'd23;
	226: note<= 6'd20;
	229: note<= 6'd20;
	230: note<= 6'd29;
	231: note<= 6'd29;
	232: note<= 6'd27;
	233: note<= 6'd27;
	234: note<= 6'd25;
	235: note<= 6'd25;
	236: note<= 6'd25;
	237: note<= 6'd25;
	236: note<= 6'd25;
	239: note<= 6'd25;
	240: note<= 6'd25;
	241: note<= 6'd0;
	242: note<= 6'd00;
	default: note <= 6'd0;
endcase
endmodule
`timescale 1ns / 1ps
module music_box(
    input clk,
    input [3:0] note,
    input [2:0] octave,
    output reg speaker=1'd0
    );
reg [9:0] clkdivider=10'd0;
always @(note)
    case (note)
         0: clkdivider = 10'd747; 
         1: clkdivider = 10'd705; 
         2: clkdivider = 10'd665; 
         3: clkdivider = 10'd627; 
         4: clkdivider = 10'd592; 
         5: clkdivider = 10'd558; 
         6: clkdivider = 10'd527; 
         7: clkdivider = 10'd497; 
         8: clkdivider = 10'd469; 
         9: clkdivider = 10'd442; 
        10: clkdivider = 10'd417; 
        11: clkdivider = 10'd394; 
        default: clkdivider = 10'd0;
    endcase
reg [9:0] counter_note=10'd0;
always @(posedge clk) counter_note <= counter_note==10'd0 ? clkdivider : counter_note-10'd1;
reg [7:0] counter_octave=8'd0;
always @(posedge clk)
    if (counter_note==10'd0) begin
        if (counter_octave==8'd0) 
            case (octave)
                0: counter_octave <= 8'd255;
                1: counter_octave <= 8'd127;
                2: counter_octave <= 8'd63;
                3: counter_octave <= 8'd31;
                4: counter_octave <= 8'd15;
                5: counter_octave <= 8'd7;
                default: counter_octave <= 8'd0; 
            endcase
        else
            counter_octave  <= counter_octave-8'd1;
    end
always @(posedge clk) if (counter_note==10'd0 && counter_octave==8'd0) speaker <= ~speaker;
endmodule
`timescale 1ns / 1ps
module music_box_top(
    input clk,
    output speaker
    );
wire [7:0] adrs;
wire [5:0] octANDnote;
wire [2:0] octave;
wire [3:0] note;
gen_address gen_adrs2_ROM(
    .clk(clk),
    .adrs(adrs)
);
music_ROM get_music(
    .clk(clk),
    .adrs(adrs),
    .note(octANDnote)
);
decoder2_octAndnote get_octANDnote(
    .numerator(octANDnote),
    .quotient(octave),
    .remainder(note)
);
music_box gen_speaker(
    .clk(clk),
    .octave(octave),
    .note(note),
    .speaker(speaker)
);
endmodule
==> ./constraint.sdc <==
current_design music_box_top

set clk_period 6.8
set clk_io_pct 0.2

create_clock -name clk0 -period $clk_period [get_ports {clk}]

set non_clock_inputs [all_inputs -no_clocks]
set_input_delay [expr $clk_period * $clk_io_pct] -clock clk0 $non_clock_inputs
set_output_delay [expr $clk_period * $clk_io_pct] -clock clk0 [all_outputs]
==> results.txt <==
The run has ended; figures from its reports follow.

The share of cell area taken by muxes after synthesis is under 10%. The chip area from the yosys synthesis statistics is about 0.0038 mm². The count of buffers inserted at the top-level ports is 1.

The I/O pin count is 2. The tree is rooted in a sky130_fd_sc_hd__clkbuf_8. The path type of the worst setup path is flop to flop. The simple-gate share of the synthesized area came out at between 20% and 30%. By area the synthesized netlist is led by sky130_fd_sc_hd__dfxtp_1, sky130_fd_sc_hd__ha_1, sky130_fd_sc_hd__edfxtp_1. The largest fanout on the critical path is 14. The fmax came out at 402.0 MHz. The launch point of the worst hold path is gen_adrs2_ROM.tone[0]$_DFF_P_. The x dimension of the die is 89.61 µm. In this run the tools logged warnings totalling between 40 and 50.

The number of sinks driven by the clock tree is between 50 and 60. The worst register-to-register path ends at get_music.note[1]$_DFF_P_. TritonRoute reported its final design rule violation total as 0. STA lists the startpoint of the worst register-to-register path as gen_adrs2_ROM.tone[23]$_DFF_P_.

After detailed routing, the total wire length is about 8.3 mm. Looking at area per cell type in the netlist, the leader is sky130_fd_sc_hd__dfxtp_1. The number of warnings printed during yosys synthesis came out at 4.

The minimum setup slack among reg-to-reg paths is about 4.3 ns. The total of max-cap violations came out at 0. The share of async-settable or async-resettable flops after synthesis is 0%. Of the post-synthesis cell area, the dominant cell type holds 24.00%. The remaining antenna violation count came out at 0. The count of instantiated cells in the yosys netlist is between 400 and 500.

The source-to-sink clock delay at the later pin of the worst-skew pair came out at ~0.30 ns. The kind of end point of the critical path is a flop. The final critical path time including I/O delays and setup is between 2 and 2.5 ns. The netlist uses approximately 70 different library cells.

According to the timing report, the critical path is launched from gen_adrs2_ROM.tone[23]$_DFF_P_. The capture point of the critical path was reported as get_music.note[1]$_DFF_P_. Post-route period utilization is reported as roughly 37%. The violation count after the first detailed-route iteration came out at between 200 and 250. After global routing the overflow that remains totals 0. The leakage power total came out at 1.350 nW. The complex-gate fraction of the synthesized area came out at between 20% and 30%. The cell count of the worst reg-to-reg path came out at 7.

For this sky-water flow run, the detailed-routed wirelength per cell is reported as around 15 µm. The gate count after technology mapping came out at around 460. The maximum resistive drop on vdd came out at approximately 0.00010 V.

The area growth from synthesis to final layout came out at 4.336%. The count of H-tree levels built during CTS came out at 2. The final clock skew came out at 0.006232 ns. The number of failing setup endpoints in the final timing report came out at 0. The post-cts repair resize count came out at 0. The number of max-slew violations in the final report is 0.

The aggregate negative setup slack came out at 0 ns. The worst path arrival time came out at between 2 and 3 ns. The total CTS buffers came out at 5. The run finished with clean final reports.

In this run, post-CTS hold repair placed 0 buffers. Per the post-synthesis stats, the area per cell is a little over 8 µm². The via count came out at 3246. The sequential element share of the synthesized area is roughly 31%. After clock tree synthesis, the clock-pin slew on the worst setup and hold paths is approximately 0.1 ns. The via count of the first global-routing pass is 2978.

The count of state elements after synthesis came out at about 55. The proportion of layout cells with a drive suffix above 1 came out at under 10%. The all-layer global routing usage came out at between 20% and 30%. The xor and xnor fraction of the mapped netlist area came out at under 10%.

The area of the placeable core came out at 0.007331 mm². TritonCTS built the clock tree. The placement summary gives the final routability congestion estimate as 0.8876. Setup repair after global routing left no endpoint under its margin. The measured slew at the worst slew-check pin is approximately 0.7 ns. The largest buffer count on any clock path is 2. In this run the worst hold path is classified as flop to flop.

The count of buffers added by post-CTS timing repair for setup came out at 0. The total half-perimeter wirelength after legalization and detailed placement came out at between 5 and 6 mm. The number of hold violations in the final report is 0.

The detailed-router iteration count before antenna repair is 5. The area of the mapped netlist came out at ~0.0038 mm². The starting density of the core came out at between 50 and 60%.

The required time of the critical path is roughly 7.0 ns. The final cell utilization of the core is a little over half. The wire length of the first global-routing pass came out at around 14 mm. STA classifies the critical path startpoint as a flop. Checking max transition, the worst relative margin is a little over half.

The initial antenna violation count came out at 0. Among all flip-flop cells after synthesis, the most frequent one is sky130_fd_sc_hd__dfxtp_1. The cell row count is 31. The total power divided by cell area is about 140 mW/mm². The largest net degree at the start of global routing is 39. The number of inserted diodes is 0. Yosys mapped a number of flops with a built-in enable equal to 9. The die extent in y came out at approximately 90 µm.

The main logic family after synthesis is simple AND/OR/NAND/NOR gates. The mean number of vias per cell came out at 5.934. In this run, the synthesized area fraction spent on adder and majority cells is recorded as 7.499%. The post-route total power is approximately 0.00057 W. According to the floorplan report, the total die area is around 0.008 mm².
## sequential cells by signal (all words and copies together), names as in the netlist
signal	cells
gen_adrs2_ROM.tone	30
gen_speaker.counter_octave	8
gen_speaker.speaker	1
gen_speaker.counter_note	10
get_music.note	6
## logic make-up after synthesis
logic type      count (synthesis)
compound gates                118
xor+xnor                       39
fa+ha+maj                      23
buf+inv                        52
flops                          55
mux                            10
simple gates                  166
## metal layers
| metal | global-route usage [%] | vias up | routed length, µm |
|---|---|---|---|
| met5 | 0 | - | 0 |
| met4 | 5.195 | 0 | 111 |
| met3 | 4.634 | 12 | 472 |
| met2 | 36.02 | 75 | 3826 |
| met1 | 33.50 | 1501 | 3873 |
| li1 | - | 1658 | - |
## cells in the final DEF (no fill, tap or decap), drive strengths merged, types with 17 or more instances in the layout
cell   synthesis  final
dfxtp         46     46
nand2         32     32
xnor2         30     30
o21ai         29     29
nor2          27     27
a21oi         25     25
ha            23     23
nand3         22     22
inv           22     22
nor3          17     17
## stage by stage
| step | cells | area [µm²] | hold slack [ns] | setup WS (ns) |
|---|---|---|---|---|
| 2_1_floorplan | 463 | 3837 | 0.3829 | 4.619 |
| 3_3_place_gp | 539 | 3872 | 0.3952 | 4.423 |
| 3_5_place_dp | 539 | 3872 | 0.4013 | 4.354 |
| 4_1_cts | 547 | 4004 | 0.4266 | 4.305 |
| 5_1_grt | 547 | 4004 | 0.4561 | 4.142 |
| 6_report | 547 | 4004 | 0.4191 | 4.313 |
## worst max-delay path, stage by stage (launching register included)
cell and delay (ns):
sky130_fd_sc_hd__dfxtp_1 0.64, sky130_fd_sc_hd__inv_1 0.26, sky130_fd_sc_hd__ha_1 0.37, sky130_fd_sc_hd__nor3_1 0.38
sky130_fd_sc_hd__a2111oi_0 0.13, sky130_fd_sc_hd__o32ai_1 0.30, sky130_fd_sc_hd__a21oi_1 0.11, sky130_fd_sc_hd__o21a_1 0.20
## worst min path at each step
stage	end	slack (ns)	cells past startpoint
after global routing	gen_adrs2_ROM.tone[0]$_DFF_P_	0.46	1
final	gen_adrs2_ROM.tone[0]$_DFF_P_	0.42	1
after CTS	gen_adrs2_ROM.tone[0]$_DFF_P_	0.43	1
## cell usage after synthesis (6+ instances only)
library cell and n:
sky130_fd_sc_hd__or3_1 6, sky130_fd_sc_hd__o21ai_0 25, sky130_fd_sc_hd__edfxtp_1 9, sky130_fd_sc_hd__mux2i_1 7, sky130_fd_sc_hd__nand2_1 31, sky130_fd_sc_hd__buf_2 13
sky130_fd_sc_hd__dfxtp_1 46, sky130_fd_sc_hd__ha_1 23, sky130_fd_sc_hd__a21oi_1 25, sky130_fd_sc_hd__nor2b_1 14, sky130_fd_sc_hd__nand2b_1 12, sky130_fd_sc_hd__xnor2_1 30
sky130_fd_sc_hd__inv_1 20, sky130_fd_sc_hd__nand4_1 10, sky130_fd_sc_hd__nor2_1 27, sky130_fd_sc_hd__nor3_1 16, sky130_fd_sc_hd__nand3_1 22, sky130_fd_sc_hd__a31oi_1 10
sky130_fd_sc_hd__xor2_1 9, sky130_fd_sc_hd__clkbuf_1 11, sky130_fd_sc_hd__o211ai_1 6
## power breakdown
part | total [W] | switching [W] | leakage [nW] | internal [W]
Combinational | 0.000000000812 | 0 | 0.812 | 0
Sequential | 0.000329 | 0 | 0.475 | 0.000329
Clock | 0.000240 | 0.000108 | 0.0626 | 0.000132
Total | 0.000569 | 0.000108 | 1.35 | 0.000461
## cell type report
| type | instances | area (µm²) |
|---|---|---|
| clock buffers | 6 | 93.84 |
| multi-input cells | 356 | 2415 |
| repair buffers | 5 | 40.04 |
| fillers | 662 | 3327 |
| clock inverters | 2 | 37.54 |
| inverters | 24 | 102.6 |
| flip-flops and latches | 55 | 1191 |
| well taps | 99 | 123.9 |
No activity file was given, so power comes from the tool's default toggle rates.
