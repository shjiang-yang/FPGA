==> flow/design.v <==
`timescale 1ns / 1ps
module LED_7seg(
    input clk,
    output [7:0] seg_ABCDEFG_DP
    );
reg [23:0] cnt=24'd0;
always @(posedge clk) cnt <= cnt + 24'd1;
wire cntvof = &cnt;
reg [3:0] BCD_new = 4'd0;
reg [3:0] BCD_old = 4'd0;
always @(posedge clk) if (cntvof) BCD_new <= (BCD_new==4'd9 ? 4'd0 : BCD_new+4'd1);
always @(posedge clk) if (cntvof) BCD_old <= BCD_new;
reg [4:0] PWM = 5'd0;
wire [3:0] PWM_input = cnt[22:19];
always @(posedge clk) PWM <= PWM[3:0] + PWM_input;
wire [3:0] BCD = (cnt[23] | PWM[4]) ? BCD_new : BCD_old;
reg [7:0] SevenSeg;
always @(*)
case (BCD)
    4'd0: SevenSeg = 8'b1111_1100;
    4'd1: SevenSeg = 8'b0110_0000;
    4'd2: SevenSeg = 8'b1101_1010;
    4'd3: SevenSeg = 8'b1111_0010;
    4'd4: SevenSeg = 8'b0110_0110;
    4'd5: SevenSeg = 8'b1011_1110;
    4'd6: SevenSeg = 8'b1011_1110;
    4'd7: SevenSeg = 8'b1110_0000;
    4'd8: SevenSeg = 8'b1111_1110;
    4'd9: SevenSeg = 8'b1111_0110;
    default: SevenSeg = 8'b0000_0000;
endcase
assign seg_ABCDEFG_DP = SevenSeg;
endmodule
==> flow/run.sh <==
#!/bin/bash
# OpenROAD 26Q1-2900-gdf79404cd8, Yosys 0.63+post, stock flow scripts
make -C /OpenROAD-flow-scripts/flow DESIGN_CONFIG=/design/flow/config.mk WORK_HOME=/design/flow/orfs finish
==> flow/config.mk <==
export PLATFORM = sky130hd
export DESIGN_NAME = LED_7seg
export DESIGN_NICKNAME = LED_7seg
export VERILOG_FILES = /design/flow/design.v
export SDC_FILE = /design/flow/constraint.sdc
export NUM_CORES = 4
export LEC_CHECK = 1
export CORE_UTILIZATION = 30
==> flow/constraint.sdc <==
current_design LED_7seg

set clk_period 3.9
set clk_io_pct 0.2

create_clock -name clk0 -period $clk_period [get_ports {clk}]

set non_clock_inputs [all_inputs -no_clocks]
set_input_delay [expr $clk_period * $clk_io_pct] -clock clk0 $non_clock_inputs
set_output_delay [expr $clk_period * $clk_io_pct] -clock clk0 [all_outputs]
==> impl_metrics.csv <==
group,metric,value,unit
synth,top_area_frac,0.327,
power,leakagePower,0.760,nW
detailed_routing,drtPass1Iterations,4,
synth,synth_cell_types,40,
die,die_w,78.9,um
synth,synth-xor-area-share,0.124,
layout,area_growth_syn_to_layout,13.3,%
place,place.gp.congestion,0.744,
final_timing,clock_skew,5.79,ps
job,warnings,27,
detailed_routing,routedWlPerCell,10.4,um
final_timing,period_needed,3380,ps
hold_path,holdPathEnd,"cnt[0]",
job,drv_cap,0,
final_timing,slew-limit-headroom,0.553,
global_routing,grt_max_degree,12,
hold_path,holdPathStages,1,
synth,ys_top_logic_family,"simple AND/OR/NAND/NOR gates",
layout,final_cell_mix,"dfxtp_1, xnor2_1, nand2_1, nor2_1",
cts,ctsLongestPathBuffers,2,
place,hpwl,1800,um
final_timing,hold_viol,0,
cts,cts_tree,"done",
hold_path,worstHoldStart,"cnt[0]",
detailed_routing,drt-total-wl,2560,um
cts,clock_sinks,37,
detailed_routing,drt-initial-drc-count,54,
final_timing,layout_worst_path_cycle_share,0.866,
final_timing,rsz0062_at_grt,"no",
setup_path,reg2reg_slack,2010,ps
cts,cts-root-buf,"clkbuf_8",
setup_path,path_cells,"nor2_2, mux2i_1, inv_1, ha_1, o22ai_1, a31oi_1, clkdlybuf4s50_1",
final_timing,hold_slack,438,ps
detailed_routing,detail-route-antenna-nets,0,
synth,syn_avg_cell_area,10.8,um^2
global_routing,met3_usage,0.0315,
die,io_pins,9,
synth,aoi_share,0.0748,
synth,top_area_cell,"dfxtp_1",
final_timing,fin_setup_tns,0,ps
die,rows,27,
die,die_y,78.9,um
status,outcome,"finished clean",
cts,postCtsSetupBuffers,0,
setup_path,critical-path-slowest-cell,"clkdlybuf4s50_1",
detailed_routing,viasPerCell,4.51,
setup_path,crit_path_end_kind,"output port",
setup_path,worst_r2r_endpoint,"BCD_old[1]",
setup_path,cp_num_buf_inv,2,
global_routing,grt_usage,0.0894,
synth,ys_seq_frac,0.463,
final_timing,slew_violations,0,
setup_path,crit_family,"buffers and inverters",
place,io_buffers,7,
synth,yosys_warnings,1,
detailed_routing,drc,0,
synth,ys_cells,164,
cts,cts_buffers,5,
synth,syn_inst,164,
synth,ys_area,1770,um^2
synth,ys.flops,37,
synth,yosys.area_share.simple,0.196,
die,chipArea,6220,um^2
setup_path,crit_type,"reg2out",
cts,cts-resized-gates,0,
setup_path,cp-start-kind,"flop",
setup_path,crit_path_max_incr_delay,480,ps
cts,clk_pin_slew,70,ps
setup_path,crit_arrival,2600,ps
detailed_routing,vias,1114,
final_timing,setup_violations,0,
synth,syn_area,1770,um^2
final_timing,clock.fmax,296,MHz
cts,htreeDepth,2,
layout,drive_gt1_frac,0.114,
synth,fa_ha_area_frac,0.0748,
final_timing,worst_pin_slew,653,ps
synth,synthTopCellsByArea,"dfxtp_1, edfxtp_1, xnor2_1",
detailed_routing,antenna_cells,0,
setup_path,crit_required,3120,ps
global_routing,grt_pass1_vias,1000,
global_routing,grt.overflow.total,0,
power,ir_drop,289,uV
setup_path,worstReg2RegStart,"cnt[0]",
hold_path,hold_path_class,"reg2reg",
power,cellPowerDensity,338,nW/um^2
global_routing,grt.busiest_layer,"met1",
setup_path,worst-path-max-fanout,11,
die,initCoreUtil,0.316,
global_routing,grt_pass1_wl,4400,um
global_routing,antenna_found_initial,0,
die,core,5610,um^2
global_routing,use_met2,0.128,
synth,mux_area_frac,0.0402,
setup_path,ff2ff_path_depth,4,
global_routing,met1_usage,0.136,
cts,postCtsHoldBufs,0,
cts,clock_latency,280,ps
layout,layout_top_cell,"dfxtp_1",
==> report_power, final <==
part | internal, mW | switching [mW]
combinational | 0 | 0.0000141
sequential | 0.389 | 0
clock | 0.160 | 0.130
total | 0.549 | 0.130
==> per-stage QoR <==
step                      total power [mW]  std cells  worst slack (ps)   util  instance area (um^2)
after floorplan                      0.398        164              1650      -                  1770
after global placement               0.398        239               867  0.340                  1910
after detailed placement             0.398        239               825  0.340                  1910
after CTS                            0.687        247               507  0.358                  2010
after global routing                 0.704        247               352  0.358                  2010
final                                0.678        247               523  0.358                  2010
==> logic make-up (layout without fill, tap and decap cells) <==
logic type,Yosys count,after routing
simple gates,58,58
flops,37,37
xor+xnor,25,25
fa+ha+maj,10,10
compound gates,18,18
mux,6,6
buf+inv,9,20
other cells,1,1
==> cell type report <==
class / count / area (um^2)
Clock buffer: 7 / 96.3
Clock inverter: 1 / 5.00
Fill cell: 588 / 3600
Inverter: 5 / 18.8
Multi-Input combinational cell: 118 / 907
Sequential cell: 37 / 821
Tap cell: 72 / 90.1
Timing Repair Buffer: 7 / 70.1
==> cells in the mapped netlist <==
library cell / instances
dfxtp_1: 29
xnor2_1: 18
nand2_1: 14
nor2_1: 13
ha_1: 9
nand3_1: 9
edfxtp_1: 8
xor2_1: 7
inv_1: 5
nand4_1: 5
nor3_1: 4
a21o_1: 3
mux2i_1: 3
a21oi_1: 2
a311oi_1: 2
a31oi_1: 2
clkbuf_1: 2
mux2_4: 2
nand4_4: 2
nor4_1: 2
nor4_4: 2
o21ai_0: 2
o22ai_1: 2
a22o_1: 1
a32o_1: 1
and3_2: 1
and4_1: 1
buf_4: 1
buf_6: 1
conb_1: 1
fa_1: 1
mux2_2: 1
nand3_2: 1
nor2_2: 1
nor2b_1: 1
o21ai_2: 1
o31ai_1: 1
o31ai_2: 1
or2_1: 1
or4_1: 1
==> flip-flops by register name, summed over array words and instances (netlist names) <==
signal and count:
BCD_old 4, PWM 5, cnt 24, BCD_new 4
==> worst register-to-register path, delay by kind of cell (launching register included) <==
kind                       cells  cell delay (ps)
adders and majority gates      1              230
and+or+nand+nor                3              950
DFF                            1              400
==> routing by layer <==
layer / up-vias / wire [um]
li1: 597 / -
met1: 490 / 1370
met2: 22 / 1020
met3: 5 / 142
met4: 0 / 32
met5: - / 0
==> worst max path at each step <==
| stage | from | endpoint | cells after the start |
|---|---|---|---|
| after global routing | cnt[23] | seg_ABCDEFG_DP[4] | 7 |
| after CTS | cnt[23] | seg_ABCDEFG_DP[4] | 7 |
| final | cnt[23] | seg_ABCDEFG_DP[4] | 7 |
Power and IR drop assume default switching activity.
